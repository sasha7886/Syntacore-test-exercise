$ cat flow/run.sh
#!/bin/bash
# OpenROAD 26Q1-2900-gdf79404cd8, Yosys 0.63+post, stock flow scripts
make -C /OpenROAD-flow-scripts/flow DESIGN_CONFIG=/design/flow/config.mk WORK_HOME=/design/flow/orfs finish
$ cat flow/constraint.sdc
current_design top

set clk_period 1.6
set clk_io_pct 0.2

create_clock -name clk0 -period $clk_period [get_ports {slave_0_ack}]
create_clock -name clk1 -period $clk_period [get_ports {slave_1_ack}]

set non_clock_inputs [all_inputs -no_clocks]
set_input_delay [expr $clk_period * $clk_io_pct] -clock clk0 $non_clock_inputs
set_output_delay [expr $clk_period * $clk_io_pct] -clock clk0 [all_outputs]
$ cat flow/config.mk
export PLATFORM = sky130hd
export DESIGN_NAME = top
export DESIGN_NICKNAME = top
export VERILOG_FILES = /design/flow/design.v
export SDC_FILE = /design/flow/constraint.sdc
export NUM_CORES = 4
export LEC_CHECK = 1
export CORE_AREA = 10 10 211 211
export DIE_AREA = 0 0 221 221
$ cat flow/design.v
`timescale 1ns/100ps
module arbiter_v2
  #(
    parameter N = 2 
  )(
    input wire		    rst,
    input wire  [N-1:0] req,
    output wire [N-1:0]	grant,
    input wire         ack_in
  );
  reg  [N-1:0] pointer_req;
  wire [2*N-1:0] double_req = {req,req};
  wire [2*N-1:0] double_grant = double_req & ~(double_req - pointer_req);
  assign grant = double_grant[N-1:0] | double_grant[2*N-1:N];
  wire [N-1:0]   new_req = req ^ grant;
  wire [2*N-1:0] new_double_req = {new_req,new_req};
  wire [2*N-1:0] new_double_grant  = new_double_req & ~(new_double_req - pointer_req);
  wire [N-1:0]	 async_pointer_req =  new_double_grant[N-1:0] | new_double_grant[2*N-1:N];
  always @ (negedge ack_in)
    if (rst || async_pointer_req == 0)
      pointer_req <= #1 1;
    else	 
      pointer_req <= #1 async_pointer_req;
endmodule
`timescale 1ns/1ps
module mux_master
(
    input             req_in  ,
    input      [31:0] addr_in ,
    input             cmd_in  ,
    input      [31:0] wdata_in,
    output reg        ack_in  ,
    output reg [31:0] rdata_in,
    output reg [31:0] addr_out_first ,
    output reg [31:0] wdata_out_first,
    output reg        cmd_out_first  ,
    output reg        req_out_first  ,
    input             ack_out_first  ,
    input      [31:0] rdata_out_first,
    output reg [31:0] addr_out_second ,
    output reg [31:0] wdata_out_second,
    output reg        cmd_out_second  ,
    output reg        req_out_second  ,
    input             ack_out_second  ,
    input      [31:0] rdata_out_second,
    input             rst
);
    always @* begin
        if (rst) begin
         addr_out_first  = 32'b0;
         wdata_out_first = 32'b0;
         cmd_out_first   =  1'b0;
         req_out_first   =  1'b0;
         addr_out_second = 32'b0;
         wdata_out_second= 32'b0;
         cmd_out_second  =  1'b0;
         req_out_second  =  1'b0;
         ack_in          =  1'b0;
         rdata_in        = 32'b0;
        end
        case (addr_in [31])
            1'b0: begin
                addr_out_first  = addr_in;
                wdata_out_first = wdata_in;
                cmd_out_first   = cmd_in;
                req_out_first   = req_in;
                addr_out_second = 32'b0;
                wdata_out_second= 32'b0;
                cmd_out_second  =  1'b0;
                req_out_second  =  1'b0;
                ack_in          = ack_out_first;
                rdata_in        = rdata_out_first;
        end
        1'b1: begin
            addr_out_first  = 32'b0;
            wdata_out_first = 32'b0;
            cmd_out_first   =  1'b0;
            req_out_first   =  1'b0;
            addr_out_second = addr_in; 
            wdata_out_second= wdata_in;
            cmd_out_second  = cmd_in;  
            req_out_second  = req_in;  
            ack_in          = ack_out_second;
            rdata_in        = rdata_out_second;
    end
        endcase
    end
endmodule
module mux_slave
(
    output reg         req_out        ,
    output reg  [31:0] addr_out       ,
    output reg         cmd_out        ,
    output reg  [31:0] wdata_out      ,
    input           ack_out        ,
    input    [31:0] rdata_out      ,
    input    [31:0] addr_in_first  ,
    input    [31:0] wdata_in_first ,
    input           cmd_in_first   ,
    input           req_in_first   ,
    output reg         ack_in_first   ,
    output reg  [31:0] rdata_in_first ,
    input    [31:0] addr_in_second ,
    input    [31:0] wdata_in_second,
    input           cmd_in_second  ,
    input           req_in_second  ,
    output reg         ack_in_second  ,
    output reg  [31:0] rdata_in_second,
    input    [ 1:0] grant,
    input           rst          
);
   always @* begin
       if (rst) begin
        req_out         =1'b0;
        addr_out        =32'b0;
        cmd_out         =1'b0;
        wdata_out       =32'b0;
        ack_in_first    = 1'b0;
        rdata_in_first  = 32'b0;
        ack_in_second   = 1'b0;
        rdata_in_second = 32'b0;
       end
       else begin
   case (grant)
   2'b10: begin
   req_out         = req_in_first;
   addr_out        = addr_in_first;
   cmd_out         = cmd_in_first;
   wdata_out       = wdata_in_first;
   rdata_in_first  = rdata_out;
   ack_in_first    = ack_out;
   end
   2'b01: begin
    req_out         = req_in_second;
    addr_out        = addr_in_second;
    cmd_out         = cmd_in_second;
    wdata_out       = wdata_in_second;
    rdata_in_second = rdata_out;
    ack_in_second   = ack_out;
   end
   endcase 
   end
end
endmodule
module top
(
    input         rst,
    input         master_0_req,
    input  [31:0] master_0_addr,
    input  [31:0] master_0_wdata,
    input         master_0_cmd,
    output [31:0] master_0_rdata,
    output        master_0_ack,
    input         master_1_req,
    input  [31:0] master_1_addr,
    input  [31:0] master_1_wdata,
    input         master_1_cmd,
    output [31:0] master_1_rdata,
    output        master_1_ack,
    output         slave_0_req,
    output  [31:0] slave_0_addr,
    output  [31:0] slave_0_wdata,
    output         slave_0_cmd,
    input   [31:0] slave_0_rdata,
    input          slave_0_ack,
    output         slave_1_req,
    output  [31:0] slave_1_addr,
    output  [31:0] slave_1_wdata,
    output         slave_1_cmd,
    input   [31:0] slave_1_rdata,
    input          slave_1_ack
);
wire [31:0] mux_arb_00_wdata, mux_arb_00_rdata, mux_arb_00_addr;
wire [31:0] mux_arb_01_wdata, mux_arb_01_rdata, mux_arb_01_addr;
wire [31:0] mux_arb_10_wdata, mux_arb_10_rdata, mux_arb_10_addr;
wire [31:0] mux_arb_11_wdata, mux_arb_11_rdata, mux_arb_11_addr;
wire mux_arb_00_req, mux_arb_00_cmd, mux_arb_00_ack; 
wire mux_arb_01_req, mux_arb_01_cmd, mux_arb_01_ack;
wire mux_arb_10_req, mux_arb_10_cmd, mux_arb_10_ack;
wire mux_arb_11_req, mux_arb_11_cmd, mux_arb_11_ack;
mux_master m0 (
    .rst (rst),
    .req_in(master_0_req),
    .addr_in(master_0_addr),
    .cmd_in(master_0_cmd),
    .wdata_in(master_0_wdata),
    .ack_in(master_0_ack),
    .rdata_in(master_0_rdata),
    .req_out_first(mux_arb_00_req),
    .wdata_out_first(mux_arb_00_wdata),
    .addr_out_first(mux_arb_00_addr),
    .cmd_out_first(mux_arb_00_cmd),
    .ack_out_first(mux_arb_00_ack),
    .rdata_out_first(mux_arb_00_rdata),
    .req_out_second(mux_arb_01_req),
    .wdata_out_second(mux_arb_01_wdata),
    .addr_out_second(mux_arb_01_addr),
    .cmd_out_second(mux_arb_01_cmd),
    .ack_out_second(mux_arb_01_ack),
    .rdata_out_second(mux_arb_01_rdata)
);
mux_master m1 (
    .rst(rst),
    .req_in(master_1_req),
    .addr_in(master_1_addr),
    .cmd_in(master_1_cmd),
    .wdata_in(master_1_wdata),
    .ack_in(master_1_ack),
    .rdata_in(master_1_rdata),
    .req_out_first(mux_arb_10_req),
    .wdata_out_first(mux_arb_10_wdata),
    .addr_out_first(mux_arb_10_addr),
    .cmd_out_first(mux_arb_10_cmd),
    .ack_out_first(mux_arb_10_ack),
    .rdata_out_first(mux_arb_10_rdata),
    .req_out_second(mux_arb_11_req),
    .wdata_out_second(mux_arb_11_wdata),
    .addr_out_second(mux_arb_11_addr),
    .cmd_out_second(mux_arb_11_cmd),
    .ack_out_second(mux_arb_11_ack),
    .rdata_out_second(mux_arb_11_rdata)
);
wire [1:0] grant_0, grant_1;
arbiter_v2 #( .N(2)) a0
(
    .rst(rst),
    .req({mux_arb_00_req,mux_arb_10_req}),
    .grant(grant_0),
    .ack_in(slave_0_ack)
);
arbiter_v2 #( .N(2)) a1
(
    .rst(rst),
    .req({mux_arb_01_req,mux_arb_11_req}),
    .grant(grant_1),
    .ack_in(slave_1_ack)
);
mux_slave ms0
(
.rst             (rst          )   ,
.req_out         (slave_0_req  )   ,
.addr_out        (slave_0_addr )   ,
.cmd_out         (slave_0_cmd  )   ,
.wdata_out       (slave_0_wdata)   ,
.ack_out         (slave_0_ack  )   ,
.rdata_out       (slave_0_rdata)   ,
.addr_in_first   (mux_arb_00_addr) ,
.wdata_in_first  (mux_arb_00_wdata),
.cmd_in_first    (mux_arb_00_cmd)  ,
.req_in_first    (mux_arb_00_req)  ,
.ack_in_first    (mux_arb_00_ack)  ,
.rdata_in_first  (mux_arb_00_rdata),
.addr_in_second  (mux_arb_10_addr) ,
.wdata_in_second (mux_arb_10_wdata),
.cmd_in_second   (mux_arb_10_cmd)  ,
.req_in_second   (mux_arb_10_req)  ,
.ack_in_second   (mux_arb_10_ack)  ,
.rdata_in_second (mux_arb_10_rdata),
.grant           (grant_0)         
);
mux_slave ms1
(   .rst             (rst          )   ,
    .req_out         (slave_1_req  )   ,
    .addr_out        (slave_1_addr )   ,
    .cmd_out         (slave_1_cmd  )   ,
    .wdata_out       (slave_1_wdata)   ,
    .ack_out         (slave_1_ack  )   ,
    .rdata_out       (slave_1_rdata)   ,
    .addr_in_first   (mux_arb_01_addr) ,
    .wdata_in_first  (mux_arb_01_wdata),
    .cmd_in_first    (mux_arb_01_cmd)  ,
    .req_in_first    (mux_arb_01_req)  ,
    .ack_in_first    (mux_arb_01_ack)  ,
    .rdata_in_first  (mux_arb_01_rdata),
    .addr_in_second  (mux_arb_11_addr) ,
    .wdata_in_second (mux_arb_11_wdata),
    .cmd_in_second   (mux_arb_11_cmd)  ,
    .req_in_second   (mux_arb_11_req)  ,
    .ack_in_second   (mux_arb_11_ack)  ,
    .rdata_in_second (mux_arb_11_rdata),
    .grant           (grant_1)         
);
endmodule
==> Changelog: implementation <==
### Changed

- Critical path arrival: around 2200 ps
- Failing checks: negative setup slack
- Hold Path Class: flip-flop to flip-flop
- Power, Total: 4.45 mW
- Reg2Reg Depth: 8
- GRT Overall Usage: between 10% and 20%
- Worst Max-Slew Pin Slew: ~870 ps
- Slew headroom: ~42%
- Fin cells: roughly 1,700
- Log Warnings: 37
- Register pins left without a clock: 263
- Required time worst endpoint: about 1000 ps
- Critical Path End Type: flip-flop
- GPL Wtd Cong: 0.867
- EDFF count, synth: 0
- Gate Area: between 3000 and 4000 um^2
- Ys async rst share: 0%
- Ports: between 300 and 400
- Routed Antenna Nets: 0
- CP Launch Type: primary input
- PortBufs: a little under 400
- Layout fillers: between 4,000 and 5,000
- Drt total wl: 32.4 mm
- Top logic family: AND-OR/OR-AND gates
- Slew Viols, Final: 0
- DR iter-0 viols: slightly below 500
- Cell total after placement: around 1,600
- Synth mux share: about a tenth
- Vias in the first global route: ~7,600
- Width of the die: around 220 um
- Crit path max fanout: 3
- Drt drc: 0
- Adder share: under 10%
- Die Span Y: between 200 and 250 um
- WL per Instance: about 20 um
- RSZ-0062 raised after global routing: true
- Post-DP Area: roughly 12,000 um^2
- Leak Pwr: 5.48 nW
- Count of different cell masters after synthesis: 33
- Global route overflow: 0
- Setup-failing EPs final: approximately 56
- CP Class: primary input to flip-flop
- Syn-to-layout area delta: 74.4%
- Core area: 39,800 um^2
- Antenna Cells: 0
- Final Instance Area: between 10,000 and 15,000 um^2
- Final hold vios: 0
- Row count: ~73
- Setup slack at placement: -1870 ps
- Final WS setup: -1150 ps
- TNS Setup: -16,780 ps
- Cells in synth_stat.txt: ~720
- Via density: approximately 4.2
- Xor+xnor area frac: 0%
- Hold depth: 4
- Yosys chip area: between 7000 and 8000 um^2
- Endpoints left unconstrained: ~390
- PwrDens: roughly 350 nW/um^2
- CTS tree: done
- Run status: finished with violations
- Total iterations of the first detailed-routing run: 6
- Syn Area/Cell: approximately 10 um^2
- Yosys simple share: 11.5%
- Clock-pin slew of the registers on the worst-case setup and hold paths: ~30 ps
- Commonest Layout Cell: clkdlybuf4s50_1
- Chip Area: 48,800 um^2
- Detailed placement HPWL: about 23 mm
- Initial antenna violation count: 1
- Ys Warns: 3
- Via Count: approximately 7,000
- Aoi share: around 16%
- Max Cap Viol: 0
- Fp util: a little under a fifth
- Most numerous logic cells after layout: clkdlybuf4s50_1 (356), dlxtn_1 (263), nor2_1 (70)
- Largest net degree at the start of global routing: roughly 67
- Final Util: 32.0%
- First-pass GRT wire length: ~49 mm
- Cells after synthesis: 716
- Hold buffers post-CTS: 0
- Most used DFF post-synth: dlxtn_1
- Layout cells sized above 1: ~18%
- Ys flops: between 200 and 300
- Worst vdd ir: 0.526 mV
- Skew final: between 15 and 20 ps
- WHS: 746 ps
- Mapped Area: between 7000 and 8000 um^2
- Register Area: 4030 um^2
-- layout make-up --
class	count	area share [%]
multi-input combinational	384	24.3
timing repair buffer	450	35.2
sequential	267	31.6
inverter	11	0.344
clock buffer	16	3.14
clock inverter	8	0.236
tap	525	5.16
-- cells by family after synthesis --
kind of cell / after synthesis
adders and majority gates: 12
DFF: 4
muxes: 67
and+or+nand+nor: 162
AOI/OAI and AO/OA: 142
buffers and inverters: 65
other: 1
latches: 263
-- flip-flops by register name, indices dropped and copies added, names as in the netlist, 2 cells and up --
register             flops
ms0.addr_out            31
ms1.rdata_in_first      32
a1.pointer_req           2
ms0.wdata_out           32
ms0.rdata_in_first      32
a0.pointer_req           2
ms1.rdata_in_second     32
ms0.rdata_in_second     32
ms1.wdata_out           32
ms1.addr_out            32
-- cells in the mapped netlist (2+ instances only) --
cell	count	area [um^2]
a21oi_1	5	25.0
nor2_1	75	282
ha_1	8	100
dfxtp_1	4	80.1
and3b_1	2	17.5
fa_1	4	80.1
mux2_2	66	743
inv_1	13	48.8
buf_6	8	90.1
clkbuf_1	16	60.1
o21ai_0	2	10.0
nand2b_1	3	18.8
buf_2	20	100
o21a_1	2	15.0
dlxtn_1	263	3950
a22o_1	64	561
a22oi_1	64	480
o31ai_1	2	15.0
nor2b_1	72	450
buf_4	8	60.1
nand3_1	3	15.0
-- power by group --
part           internal (mW)  total [mW]  switching [mW]
clock network           1.43        1.79           0.358
logic                   1.09        1.92           0.830
registers              0.701       0.740          0.0388
-- worst paths after layout --
path	startpoint	to	slack [ps]
min in group clk1	a1.pointer_req[0]$_SDFF_NP1_	a1.pointer_req[0]$_SDFF_NP1_	760
max reg2reg	a1.pointer_req[0]$_SDFF_NP1_	a1.pointer_req[1]$_SDFF_NP0_	-560
min reg2reg	a0.pointer_req[0]$_SDFF_NP1_	a0.pointer_req[0]$_SDFF_NP1_	750
max in group clk0	master_0_addr[31]	a0.pointer_req[1]$_SDFF_NP0_	-1050
max	master_1_req	a1.pointer_req[1]$_SDFF_NP0_	-1150
min	a0.pointer_req[0]$_SDFF_NP1_	a0.pointer_req[0]$_SDFF_NP1_	750
-- repair_timing --
item	CTS	global route
gates cloned	7	0
resized	158	40
endpoints found under the setup margin	70	61
buffers inserted	18	6
hold endpoints to repair	0	0
pin swaps	11	7
-- worst max-delay path, cell delays in order --
cell and delay, ps:
buf_6 90, buf_6 110, a21oi_4 100, fa_1 460
a211oi_2 230, buf_4 170, fa_1 420, o31ai_2 90
and3b_1 190
-- routing by layer --
layer / up-vias / global-route usage (%) / routed length, um
li1: 3295 / - / -
met3: 21 / 5.89 / 3650
met1: 3346 / 16.2 / 13600
met4: 2 / 1.63 / 392
met5: - / 0 / 12
met2: 359 / 20.4 / 14800
Power figures rest on the tool's default switching activity, not on a simulated workload.
